$ cat run.sh
#!/bin/bash
# OpenROAD 26Q1-2900-gdf79404cd8, Yosys 0.63+post, stock flow scripts
make -C /OpenROAD-flow-scripts/flow DESIGN_CONFIG=/design/flow/config.mk WORK_HOME=/design/flow/orfs finish
$ cat config.mk
export PLATFORM = sky130hd
export DESIGN_NAME = OCMSG
export DESIGN_NICKNAME = OCMSG
export VERILOG_FILES = /design/flow/design.v
export SDC_FILE = /design/flow/constraint.sdc
export NUM_CORES = 4
export LEC_CHECK = 1
export CORE_AREA = 10 10 70 70
export DIE_AREA = 0 0 80 80
$ cat constraint.sdc
current_design OCMSG

set clk_period 2.6
set clk_io_pct 0.2

create_clock -name clk0 -period $clk_period [get_ports {clk}]

set non_clock_inputs [all_inputs -no_clocks]
set_input_delay [expr $clk_period * $clk_io_pct] -clock clk0 $non_clock_inputs
set_output_delay [expr $clk_period * $clk_io_pct] -clock clk0 [all_outputs]
$ cat design.v
`timescale 1ns / 1ps
 module OCMSG(input clk,clr, 
             input [3:0]sf,cf,
             input [2:0]lut_i,
             output [3:0]lut_o,
             output IS0,IS1,IS2, 
             output CS0,CS1,CS2,CS3,CS4,
             output SS0,SS1,SS2,SS3);
            wire [7:0]r0,r1;
            lut lt (lut_i,lut_o);
            assign cx0= lut_o[0]^cf[0];
            assign sx0= lut_o[1]^sf[0];
            assign cx1= lut_o[2]^cf[1];
            assign sx1= lut_o[3]^sf[1];
            assign cx2= lut_o[0]^cf[2];
            assign sx2= lut_o[1]^sf[2];
            assign cx3= lut_o[2]^cf[3];
            assign sx3= lut_o[3]^sf[3];
            assign r0[0]= cx0|r1[0];
            assign r0[1]= sx0|r1[1];
            assign r0[2]= cx1|r1[2];
            assign r0[3]= sx1|r1[3];
            assign r0[4]= cx2|r1[4];
            assign r0[5]= sx2|r1[5];
            assign r0[6]= cx3|r1[6];
            assign r0[7]= sx3|r1[7];
            register8bit rm0 (clk,clr,r0,r1);
            assign CS0=r1[1]|r1[0];
            assign CS1=r1[3]|r1[2];
            assign CS2=r1[5]|r1[4];
            assign CS3=r1[7]|r1[6];
            assign IS0=r1[1]|r1[0];
            assign IS1=IS0|r1[3]|r1[2];
            assign IS2=IS1|r1[5]|r1[4]; 
            assign SS0=IS0;
            assign SS1=IS1;
            assign SS2=IS2;
            assign SS3=SS2|r1[7]|r1[6];
            assign CS4=SS3;
 endmodule
module lut(
    input wire [2:0] addr,   
    output reg [3:0] data    
);
always @(*) begin
    case (addr)
        3'b000: data = 4'b0000;
        3'b001: data = 4'b1010;
        3'b010: data = 4'b1010;
        3'b011: data = 4'b0110;
        3'b100: data = 4'b1001;
        3'b101: data = 4'b0101;
        3'b110: data = 4'b0101;
        3'b111: data = 4'b1111;
        default: data = 4'bXXXX;  
    endcase
end
endmodule
`timescale 1ns / 1ps
module register8bit (
    input clk,           
    input rst,           
    input [7:0] d,       
    output reg [7:0] q   
);
    always @(posedge clk) begin
        if (rst)
            q <= 8'b0;   
        else
            q <= d;      
    end
endmodule
==> flow_metrics.env <==
# flow metrics
export IMPL_tightest_slew_ns=0.3003
export IMPL_pwr_share_comb=0.366
export IMPL_finClkSkew_ns=0
export IMPL_drv_slew=0
export IMPL_p_int_mw=0.2851
export IMPL_cts_root_buf="clkbuf_4"
export IMPL_period_needed_ns=2.514
export IMPL_cts_made_buffers=3
export IMPL_final_core_util=0.2560
export IMPL_gr_total_overflow=0
export IMPL_warnings=27
export IMPL_die_x_um=80
export IMPL_place_congestion=0.7072
export IMPL_synth_flops=8
export IMPL_critPathMostFrequentCell="clkdlybuf4s50_1"
export IMPL_path_depth=5
export IMPL_grt_setup_unrepaired="yes"
export IMPL_tritoncts="yes"
export IMPL_r2r_cells=2
export IMPL_largest_reg_flops=8
export IMPL_path_cells="clkdlybuf4s50_1 > ha_1 > nor2b_2 > or2_1 > clkdlybuf4s50_1"
export IMPL_finalSetupTns_ns=0
export IMPL_synthCells=59
export IMPL_portBuffers=28
export IMPL_clock_latency_ns=0.25
export IMPL_post_drt_wl_per_cell_um=10.46
export IMPL_p_sw_frac=0.2455
export IMPL_viasPerCell=3.533
export IMPL_slowest_stage="clkdlybuf4s50_1"
export IMPL_fin_ws_ns=0.08625
export IMPL_relSlewSlack=0.7992
export IMPL_lay_top_count="clkdlybuf4s50_1"
export IMPL_hold_viol=0
export IMPL_whs_path_depth=2
export IMPL_die_y_um=80
export IMPL_ys_cells=59
export IMPL_fp_util=0.1436
export IMPL_synth_distinct_cells=21
export IMPL_lay_top_cells="clkdlybuf4s50_1 (28), dfxtp_1 (8), buf_4 (7)"
export IMPL_place_ws_ns=0.004085
export IMPL_io_pins=29
export IMPL_p_clk_frac=0.253
export IMPL_finalNonFillerCells=135
export IMPL_fp_coreArea_mm2=0.003416
export IMPL_postRouteAntennaNets=0
export IMPL_syn_mean_instance_area_um2=8.313
export IMPL_drcViolationCount=0
export IMPL_required_ns=2.08
export IMPL_reg_largest_list="rm0.q: 8 flops"
export IMPL_ys_chip_area_um2=490.5
export IMPL_path_clk_slew_ns=0.05
export IMPL_grt_pass1_vias=489
export IMPL_antenna_found_initial=0
export IMPL_cp_num_buf_inv=2
export IMPL_grt_first_pass_wirelength_um=2332
export IMPL_htreeDepth=1
export IMPL_p_leak_nw=0.3554
export IMPL_die_area_mm2=0.006400
export IMPL_finalPower_mw=0.3779
export IMPL_detailroute_via_count=477
export IMPL_final_area_um2=874.6
export IMPL_drtIter0Drc=4
export IMPL_cts_sinks=8
export IMPL_wirelength_um=1412
export IMPL_setup_viol=0
export IMPL_maxCapViolCount=0
export IMPL_syn2layout_area_growth_pct=78.32
export IMPL_ys_warnings_count=10
export IMPL_hpwlAfterDp_um=1226
export IMPL_clk_path_buf_depth=2
export IMPL_place_area_um2=812.0
export IMPL_grt_max_degree=9
export IMPL_syn_area_um2=490.5
export IMPL_diodes=0
export IMPL_placed_cells=130
export IMPL_min_path_type="flop to flop"
export IMPL_period_used=0.9668
export IMPL_cpLargestDelayFamily="buffers and inverters"
export IMPL_crit_arrival_ns=1.99
export IMPL_power_density_mw_per_mm2=432.1
export IMPL_start_kind="primary input"
export IMPL_holdBufCountCts=0
export IMPL_path_max_fanout=3
export IMPL_path_class="primary input to output port"
export IMPL_drive_above_1_share=0.1910
export IMPL_largest_register="rm0.q"
export IMPL_timing_fmax_mhz=397.8
export IMPL_rows=21
export IMPL_ir_worst_vdd_mv=0.1175
export IMPL_slowest_delay_ns=0.42
export IMPL_worst_setup_path_end_kind="output port"
export IMPL_outcome="finished, final reports clean"
export IMPL_synth_seq_share=0.3265
export IMPL_seqPwrFrac=0.381
export IMPL_grtUsageTotal=0.04413
export IMPL_first_pass_iters=2
export IMPL_timing_hold_ws_ns=0.4448
export IMPL_p_sw_mw=0.09280
## repair_timing
| action | in CTS | in global routing |
|---|---|---|
| pin swaps | 0 | 1 |
| setup endpoints to repair | 1 | 3 |
| gates resized | 1 | 4 |
| buffers inserted | 0 | 2 |
## power by group through the flow
| stage | combinational [mW] | clock, mW | sequential (mW) |
|---|---|---|---|
| CTS | 0.134 | 0.0970 | 0.144 |
| global route | 0.154 | 0.101 | 0.146 |
| finish | 0.138 | 0.0957 | 0.144 |
## cell type report
type                    instances  area [um2]
fillers                       377        2541
repair buffers                 35       332.8
multi-input cells              38       282.8
flip-flops and latches          8       160.2
well taps                      46       57.56
clock buffers                   3       22.52
inverters                       5       18.77
## path summary, 6_finish.rpt
path | from | endpoint | slack [ns]
worst min register to register | rm0.q[7] | rm0.q[7] | 0.44
worst max register to register | rm0.q[2] | rm0.q[2] | 1.77
worst max-delay path | lut_i[0] | lut_o[2] | 0.09
worst min-delay path | rm0.q[7] | rm0.q[7] | 0.44
## cells in the mapped netlist (all sizes together)
library cell / number / share of area
and2b: 1 / 0.015
xnor2: 1 / 0.018
dfxtp: 8 / 0.33
or2: 6 / 0.082
nor2b: 5 / 0.064
ha: 2 / 0.051
or3: 2 / 0.026
inv: 5 / 0.038
nor2: 5 / 0.038
nand2: 1 / 0.0076
nor4b: 2 / 0.036
nor4: 2 / 0.026
buf: 8 / 0.11
a21oi: 2 / 0.020
a211oi: 4 / 0.061
o21ai: 1 / 0.010
xor2: 4 / 0.071
## kinds of logic (layout without fill, tap and decap cells)
group | count (synthesis) | count (layout) | synth area share
xor gates and xnor gates | 5 | 5 | 0.08928
and+or+nand+nor | 24 | 24 | 0.2934
adders and majority gates | 2 | 2 | 0.05101
AOI/OAI and AO/OA | 7 | 7 | 0.09183
DFF | 8 | 8 | 0.3265
buffers and inverters | 13 | 43 | 0.1479
## metal layers
layer | vias up | track usage | share of wire
met3 | 5 | 0.02727 | 0.17
met1 | 198 | 0.05634 | 0.44
met4 | 0 | 0.008803 | 0.018
met2 | 24 | 0.06180 | 0.37
li1 | 250 | - | -
met5 | - | 0 | 0
## worst register-to-register path, stage by stage (launching register included)
cell and delay, ns:
dfxtp_1 0.34, and2b_1 0.18, a211oi_1 0.21
Power is estimated from default activity; no workload was simulated.

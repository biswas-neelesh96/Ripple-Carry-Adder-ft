### design/flow/run.sh
#!/bin/bash
# OpenROAD 26Q1-2900-gdf79404cd8, Yosys 0.63+post, stock flow scripts
make -C /OpenROAD-flow-scripts/flow DESIGN_CONFIG=/design/flow/config.mk WORK_HOME=/design/flow/orfs finish
### design/flow/config.mk
export PLATFORM = sky130hd
export DESIGN_NAME = rca_ft
export DESIGN_NICKNAME = rca_ft
export VERILOG_FILES = /design/flow/design.v
export SDC_FILE = /design/flow/constraint.sdc
export NUM_CORES = 4
export LEC_CHECK = 1
export CORE_AREA = 10 10 70 70
export DIE_AREA = 0 0 80 80
### design/flow/constraint.sdc
current_design rca_ft

set clk_period 3.6
set clk_io_pct 0.2

create_clock -name clk0 -period $clk_period

set non_clock_inputs [all_inputs -no_clocks]
set_input_delay [expr $clk_period * $clk_io_pct] -clock clk0 $non_clock_inputs
set_output_delay [expr $clk_period * $clk_io_pct] -clock clk0 [all_outputs]
### design/flow/design.v
`timescale 1ns / 1ps
module fa(input x,y,cin, output  s,c);
wire t1,t2,t3;
ha h1(x,y,t1,t2);
ha h2(cin,t1,s,t3);
assign c=t2|t3;
endmodule
`timescale 1ns / 1ps
module ha(input x,y, output  s,c);
assign s=x^y;
assign c=x&y;
endmodule
`timescale 1ns / 1ps
module mux2to1(input a,b, input s,output y);
assign y=s?b:a;
endmodule
`timescale 1ns / 1ps
module rca_ft(input [3:0]a,b,
              input TC_1,
              input test,
              input IS0,IS1,IS2,
              input CS0,CS1,CS2,CS3,CS4,
              input SS0,SS1,SS2,SS3,
              input [4:0]TA,TB,
              output [4:0]s,
              output [3:0]st,ct);
wire c_1,a0,b0;
wire a11,b11,a12,b12,a13,b13;
wire A0,A1,A2,A3,A4,B0,B1,B2,B3,B4;
wire [3:0]sout;
wire cout;
mux2to1 t0 (0,TC_1,test,c_1);
mux2to1 t1 (a[0],TA[0],test,A0);
mux2to1 t2 (b[0],TB[0],test,B0);
mux2to1 m0 (a[1],a[0],IS0,a11);
mux2to1 m1 (b[1],b[0],IS0,b11);
mux2to1 m2 (a[2],a[1],IS1,a12);
mux2to1 m3 (b[2],b[1],IS1,b12);
mux2to1 m4 (a[3],a[2],IS2,a13);
mux2to1 m5 (b[3],b[2],IS2,b13);
mux2to1 t3 (a11,TA[1],test,A1);
mux2to1 t4 (b11,TB[1],test,B1);
mux2to1 t5 (a12,TA[2],test,A2);
mux2to1 t6 (b12,TB[2],test,B2);
mux2to1 t7 (a13,TA[3],test,A3);
mux2to1 t8 (b13,TB[3],test,B3);
mux2to1 t9 (a[3],TA[4],test,A4);
mux2to1 t10 (b[3],TB[4],test,B4);
fa f00 (A0,B0,c_1,S10,C10);
mux2to1 f01 (C10,c_1,CS0,C0);
fa f10 (A1,B1,C0,S11,C11);
mux2to1 f11 (C11,C10,CS1,C1);
fa f20 (A2,B2,C1,S12,C12);
mux2to1 f21 (C12,C11,CS2,C2);
fa f30 (A3,B3,C2,S13,C13);
mux2to1 f31 (C13,C12,CS3,C3);
fa f40 (A4,B4,C3,S14,C14);
mux2to1 f41 (C13,C14,CS4,cout);
mux2to1 s1 (S10,S11,SS0,sout[0]);
mux2to1 s2 (S11,S12,SS1,sout[1]);
mux2to1 s3 (S12,S13,SS2,sout[2]);
mux2to1 s4 (S13,S14,SS3,sout[3]);
assign s={cout,sout};
assign st={S13,S12,S11,S10};
assign ct={C13,C12,C11,C10};
endmodule
==> out/qor_table.md <==
| Metric | Reported |
|---|---|
| Most instantiated library cell after synthesis | buf_4 |
| Arrival time worst endpoint | 3.80 ns |
| Mean instance size in the synthesized netlist | 9.18 µm² |
| Final Slew Violations | 0 |
| Post-synthesis instance area | 495 µm² |
| First-pass GRT wire length | 2.79 mm |
| Horizontal die dimension | 80 µm |
| Total Die Area | 6400 µm² |
| Total track usage | 5.18% |
| Fin util | 31.9% |
| Antenna violations before repair | 0 |
| Proportion of power drawn by flip-flops and latches | 0% |
| Top-level I/O count | 45 |
| Final-layout fill cell count | 366 |
| Min setup slack post-route | -0.919 ns |
| Yosys cell types | 12 |
| Sequential-to-total area share from yosys stat | 0% |
| Endpoints failing hold | 0 |
| Drt drc | 0 |
| 1st-iter DRT viols | 14 |
| Total of warnings raised by yosys | 15 |
| Final Cycle Share | 126% |
| NetSw | 0.0706 mW |
| Tool warning count | 35 |
| Register Area | 0 µm² |
| Max Freq | 0.221 GHz |
| Wire length per cell | 11.8 µm |
| CP Capture Type | output pin |
| Internal power | 0.164 mW |
| Max-cap violation count | 0 |
| Worst stage delay on the critical path | 0.52 ns |
| Worst Hold Slack | 2.08 ns |
| Instance count along the most critical hold path | 3 |
| Total number of placement rows | 21 |
| Maximum number of pins on one net before global-route repair | 11 |
| Final std cells w/o fill | 152 |
| Detailed placement HPWL | 1.61 mm |
| IO buf count | 45 |
| Library cell occupying the most area in the post-synthesis netlist | mux2_2 |
| Library cell appearing most often on the critical path | fa_2 |
| Required time at the worst-slack endpoint | 2.88 ns |
| Ranking of synthesized cells by instance count | buf_4 (13), mux2_2 (9), mux2i_1 (9) |
| Unrepaired setup endpoints after global routing | true |
| Number of placed instances with taps included | 142 |
| Total routed wirelength | 1.79 mm |
| Critical path's slowest cell | fa_2 |
| Minimum clock period | 4.52 ns |
| Startpoint Class | primary input |
| Leakage Power | 0.504 nW |
| Clock network fraction of design power | 0% |
| Fraction of final layout cells sized beyond drive strength 1 | 52.8% |
| Vert. Die Dim | 80 µm |
| Sw frac | 30.1% |
| Setup TNS | -4.27 ns |
| Highest ir drop seen on vdd | 0.0533 mV |
| FFs & Latches | 0 |
| Post-synthesis cell count | 54 |
| Chip area estimate from yosys synthesis | 495 µm² |
| Startpoint-to-endpoint class of the critical path | primary input to output pin |
| Slew headroom | 82.0% |
| Count of vias placed by the detailed router | 549 |
| Setup Viol. Count Final | 8 |
| Area growth from synthesis to layout | 120% |
| Drt via density | 3.61 |
| Cell chain of the critical path | buf_8 > mux2_4 > fa_2 > mux2_4 > fa_2 > mux2i_2 > fa_2 > nor2_2 > a21oi_2 > fa_2 > mux2i_4 > fa_2 > nand2_1 > o21ai_1 > buf_2 |
| Outcome | complete, but fails checks |
| Router iterations before antenna repair | 2 |
| Ranking of synthesized cells by area | mux2_2 (20%), fa_1 (20%), buf_4 (20%), mux2i_1 (18%), mux2_4 (6.1%) |
| Final-layout clock buffer total | 0 |
| Grt total ovfl | 0 |
| Number of antenna diodes | 0 |
| Violations in the final reports | negative setup slack |
| Actual slew at the worst max-slew pin | 0.263 ns |
| Post-Place Setup Slack | -1.79 ns |
| Initial standard-cell utilization of the core | 14.5% |
| Core Region | 3420 µm² |
| Worst min-delay path class | primary input to output pin |
| Number of standard cells reported by yosys | 54 |
| Hold buffer count at CTS | 0 |
| Weighted congestion at the end of routability-driven global placement | 0.760 |
| Cell area power density | 215 nW/µm² |
| Share of power burned in combinational logic | 100.0% |
| Dominant cell area share | 20.5% |
| Largest fanout on the critical path | 4 |
| Post-route ant nets | 0 |
| Via count of the first global-routing pass | 604 |
==> cell usage in the layout (no fill, tap or decap) <==
| master | Yosys | layout |
|---|---|---|
| clkdlybuf4s50_1 | 0 | 30 |
| buf_4 | 13 | 16 |
| buf_2 | 0 | 8 |
| mux2i_1 | 9 | 7 |
| mux2_4 | 2 | 7 |
| buf_6 | 1 | 6 |
| fa_2 | 0 | 5 |
| mux2_2 | 9 | 4 |
| nand2_1 | 3 | 3 |
| dlygate4sd2_1 | 0 | 3 |
| a21oi_2 | 0 | 2 |
| inv_1 | 4 | 2 |
| inv_2 | 0 | 2 |
| o21ai_1 | 0 | 2 |
| nor2_2 | 0 | 1 |
| o21ai_0 | 3 | 1 |
| nor2_1 | 2 | 1 |
| and2_4 | 0 | 1 |
| mux2i_2 | 0 | 1 |
| mux2i_4 | 0 | 1 |
| clkbuf_2 | 0 | 1 |
| buf_8 | 0 | 1 |
| dlymetal6s2s_1 | 0 | 1 |
==> critical path: cells and delay by family <==
family                     cells  cell delay (ns)
adders and majority gates      5             1.75
buffers and inverters          2             0.21
muxes                          4             0.84
AOI/OAI and AO/OA              2             0.19
and+or+nand+nor                2             0.10
==> repair_timing <==
item,in CTS,in global routing
resized,51,11
setup buffers,8,3
pin swaps,9,8
cloned,0,0
endpoints found under the setup margin,11,8
==> final timing paths <==
| path | from | end | slack (ns) |
|---|---|---|---|
| worst max-delay path | test | s[3] | -0.92 |
| worst min-delay path | SS2 | s[2] | 2.08 |
==> power by group through the flow <==
stage,sequential (mW),combinational (mW),clock (mW)
global route,0,0.261,0
CTS,0,0.223,0
finish,0,0.235,0
==> layer usage <==
metal	global-route usage [%]	wire (µm)	up-vias
met4	0	0	0
met2	8.67	784	25
met1	6.72	824	248
li1	-	-	276
met5	0	0	-
met3	1.70	183	0
==> cells by family (layout without fill, tap and decap cells) <==
group / after synthesis / after routing / synth area share [%]
compound gates: 5 / 5 / 5.05
fa+ha+maj: 5 / 5 / 20.2
buf+inv: 18 / 70 / 25.0
mux: 20 / 20 / 44.7
simple gates: 6 / 6 / 5.05
==> per-stage QoR <==
step | power (mW) | area [µm²]
floorplan | 0.109 | 524
global placement | 0.199 | 1010
CTS | 0.223 | 1050
finish | 0.235 | 1090
global route | 0.261 | 1090
detailed placement | 0.202 | 1010
==> final cells by class <==
| type | instances | area (µm²) | share of cell area, % |
|---|---|---|---|
| Tap cell | 46 | 57.6 | 5.28 |
| Multi-Input combinational cell | 36 | 432 | 39.6 |
| Timing Repair Buffer | 66 | 587 | 53.8 |
| Inverter | 4 | 15.0 | 1.38 |
Power and IR drop assume default switching activity.

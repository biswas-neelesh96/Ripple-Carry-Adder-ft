**design.v**
```verilog
`timescale 1ns / 1ps
module TPGC(input init, clk, output reg[4:0]a,b, output [2:0]d,output c_1); 
counter3bit c0 (clk,init,d);
assign c_1= d[0];
always @(*) begin
        a[0] = d[2];
        a[1] = (((~d[1])&(d[2]|d[0]))|(d[2]&d[0]));
        a[2] = d[1];
        a[3] = a[1];
        a[4] = a[2];
        b[0] = d[1];
        b[1] = (((~d[0])&(d[2]|d[1]))|(d[2]&d[1]));
        b[2] = d[0];
        b[3] = b[1];
        b[4] = b[2];
    end
endmodule
module counter3bit (
    input wire clk,        
    input wire reset,      
    output reg [2:0] count  
);
always @(posedge clk) begin
    if (reset) begin
        count <= 3'b000;  
    end else begin
        count <= count + 1;  
    end
end
endmodule
```
**run.sh**
```bash
#!/bin/bash
# OpenROAD 26Q1-2900-gdf79404cd8, Yosys 0.63+post, stock flow scripts
make -C /OpenROAD-flow-scripts/flow DESIGN_CONFIG=/design/flow/config.mk WORK_HOME=/design/flow/orfs finish
```
**config.mk**
```make
export PLATFORM = sky130hd
export DESIGN_NAME = TPGC
export DESIGN_NICKNAME = TPGC
export VERILOG_FILES = /design/flow/design.v
export SDC_FILE = /design/flow/constraint.sdc
export NUM_CORES = 4
export LEC_CHECK = 1
export CORE_AREA = 10 10 70 70
export DIE_AREA = 0 0 80 80
```
**constraint.sdc**
```tcl
current_design TPGC

set clk_period 2.0
set clk_io_pct 0.2

create_clock -name clk0 -period $clk_period [get_ports {clk}]

set non_clock_inputs [all_inputs -no_clocks]
set_input_delay [expr $clk_period * $clk_io_pct] -clock clk0 $non_clock_inputs
set_output_delay [expr $clk_period * $clk_io_pct] -clock clk0 [all_outputs]
```
==> flow_summary.ini <==
; physical design summary
[status]
status = completed

[min_path]
hold_class = flop to flop
min-delay-start = c0.count[0]

[place]
io_buffers = 15
gp_congestion = 0.692
dp_hpwl_um = 435
dpl_worst_slack_ps = 370

[cells_and_area]
largest_register = c0.count
top_regs = c0.count: 3 flops
largest_reg_flops = 3
fin_util_pct = 10.5
syn_to_final_growth_pct = 86.4
fill_cells = 395
layout-drive-gt1-share_pct = 16.1

[yosys]
netlist.area_leader.share_pct = 35.1
edf_count = 0
ys_area_um2 = 193
ff_type = dfxtp_1
yosysWarnings = 2
yosys-top-cells-area = buf_4 35%, dfxtp_1 31%, maj3_2 12%, ha_1 6.5%, xnor2_1 4.5%
async_flop_share_pct = 0
avgSynthCellArea_um2 = 9.18
syn_area_um2 = 193
ys.flops = 3
synth_cell_types = 8
ys_seq_share_pct = 31.2
yosys_cells = 21
common_cells = 9 x buf_4, 3 x dfxtp_1, 2 x inv_1, 2 x maj3_2, 2 x nor2_1
synthCells = 21
top_cell = buf_4
synth_area_leader_cell = buf_4

[final_timing]
max-slew-margin-rel_pct = 84.6
finalSetupTns_ps = 0
finalHoldViolCount = 0
rsz0062_at_grt = false
layout_min_cycle_time_ps = 1860
finalSetupViolCount = 0
period_used_pct = 92.8
fmax_ghz = 0.539
hold_slack_ps = 513
max_slew.worst_pin.slew_ps = 231
finalWorstSetupSlack_ps = 144
clock_skew_ps = 0.624
drv_slew = 0

[critical_path]
reg2reg_to = c0.count[1]
rrSetupSlack_ps = 1050
r2r_cells = 2
cp_data_arrival_time_ps = 1460
start_kind = flop
crit_end = b[3]
crit_required_ps = 1600
critPathKind = flop to primary output
cp-startpoint = c0.count[0]
cp_max_fo = 8
r2r_start = c0.count[0]
end_kind = primary output

[flow_run]
max_cap_violations = 0
warnings = 25

[floorplan]
rows = 21
die_h_um = 80
dieArea_um2 = 6400
fp_util_pct = 5.64
die_w_um = 80
core-area_um2 = 3420
ioPinCount = 16

[power_and_ir_drop]
finalPower_uw = 242
p_int_uw = 193
power_density_nw_per_um2 = 673
power_frac_comb_pct = 26.4
p_sw_uw = 48.8
pwr-share-seq_pct = 30.5
power.leakage_nw = 0.125
max-vdd-ir-drop_uv = 140
clkPwrFrac_pct = 43.1
power_switching_share_pct = 20.2

[detailed_routing]
avgViaCountPerCell = 1.95
ant_nets = 0
first_pass_iters = 2
detail_route.wl_per_cell_um = 6.44
antenna_cells = 0
wl_um = 496
initialDrtViolationCount = 7
drc = 0
vias = 150

[global_route]
grtUsageTotal_pct = 1.48
grt-ovfl-total = 0
grt_pass1_wl_um = 703
grt_pass1_vias = 150
grt_start_max_net_pins = 9
antenna_found_initial = 0

[cts]
hold_buffers = 0
cts_buffers = 3
cts_tree = done
root_buffer = clkbuf_4
clk_path_buf_depth = 2
htree_levels = 1
clk_latency_ps = 230
cts_resized = 0
postCtsSetupBuffers = 0
clk_pin_slew_worst_paths_ps = 40
cts_num_sinks = 3
## area by class of cell
cell class	instances	area, um^2	area share [%]
sequential	3	60.1	16.7
clock buffer	4	26.3	7.32
multi-input combinational	7	57.6	16.0
inverter	2	7.51	2.09
timing repair buffer	15	150	41.8
tap	46	57.6	16.0
## critical path: stages, from the launching register on
cell and delay [ps]:
dfxtp_1 430, inv_1 70, maj3_2 300, clkdlybuf4s50_1 420
## kinds of logic (layout without fill, tap and decap cells)
| family | Yosys count | count (layout) | share of synthesized area, % |
|---|---|---|---|
| xor gates and xnor gates | 1 | 1 | 4.55 |
| and+or+nand+nor | 3 | 3 | 7.15 |
| DFF | 3 | 3 | 31.2 |
| adders and majority gates | 3 | 3 | 18.2 |
| buffers and inverters | 11 | 21 | 39.0 |
## per-layer routing
layer / global-route usage [%] / part of all wire [%] / vias to the layer above
li1: - / - / 74
met1: 1.46 / 32 / 60
met2: 1.12 / 24 / 16
met3: 2.73 / 44 / 0
met4: 0.704 / 0 / 0
met5: 0 / 0 / -
## power groups by stage
stage	clock network (mW)	registers (mW)	logic, mW
CTS	0.112	0.0740	0.0652
global route	0.118	0.0755	0.0699
finish	0.104	0.0737	0.0638
## through the flow
step | cells | area [um^2]
2_1_floorplan | 21 | 193
3_3_place_gp | 73 | 333
3_5_place_dp | 73 | 333
4_1_cts | 77 | 359
5_1_grt | 77 | 359
6_report | 77 | 359
## layout by cell type (no fill, tap or decap)
cell,instances
nor2_1,2
clkdlybuf4s50_1,15
ha_1,1
inv_1,2
maj3_2,2
clkbuf_4,3
xnor2_1,1
nor2b_1,1
clkbuf_1,1
dfxtp_1,3
## worst min-delay path by stage
| stage | end | slack, ps | cells past startpoint |
|---|---|---|---|
| 6_report | c0.count[0] | 510 | 1 |
| 5_1_grt | c0.count[0] | 580 | 1 |
| 4_1_cts | c0.count[0] | 520 | 1 |
No activity file was given, so power comes from the tool's default toggle rates.
